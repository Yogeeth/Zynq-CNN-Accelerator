### flow/run.sh
#!/bin/bash
# OpenROAD 26Q1-2900-gdf79404cd8, Yosys 0.63+post, stock flow scripts
make -C /OpenROAD-flow-scripts/flow DESIGN_CONFIG=/design/flow/config.mk WORK_HOME=/design/flow/orfs finish
### flow/config.mk
export PLATFORM = sky130hd
export DESIGN_NAME = axis_cnn_comb
export DESIGN_NICKNAME = axis_cnn_comb
export VERILOG_FILES = /design/flow/design.v
export SDC_FILE = /design/flow/constraint.sdc
export NUM_CORES = 4
export LEC_CHECK = 1
export CORE_UTILIZATION = 40
### flow/constraint.sdc
current_design axis_cnn_comb

set clk_period 16.3
set clk_io_pct 0.2

create_clock -name clk0 -period $clk_period [get_ports {aclk}]

set non_clock_inputs [all_inputs -no_clocks]
set_input_delay [expr $clk_period * $clk_io_pct] -clock clk0 $non_clock_inputs
set_output_delay [expr $clk_period * $clk_io_pct] -clock clk0 [all_outputs]
### flow/design.v
module axis_cnn_comb (
    input  wire        aclk,
    input  wire        aresetn,
    input  wire [31:0] s_axis_tdata,
    input  wire        s_axis_tvalid,
    input  wire        s_axis_tlast,
    output wire        s_axis_tready,
    output reg [31:0]  m_axis_tdata,
    output reg         m_axis_tvalid,
    output reg         m_axis_tlast,
    input  wire        m_axis_tready
);
    reg [31:0] weights [0:24];
    integer i;
    initial begin
        for (i = 0; i < 25; i = i + 1) weights[i] = i + 1; 
    end
    reg [4:0]  counter;      
    reg [31:0] current_sum;  
    wire [31:0] current_weight = weights[counter];
    wire [31:0] product_result = s_axis_tdata * current_weight;
    wire [31:0] next_sum_value = current_sum + product_result;
    assign s_axis_tready = m_axis_tready; 
    always @(posedge aclk) begin
        if (!aresetn) begin
            counter <= 0; current_sum <= 0;
            m_axis_tvalid <= 0; m_axis_tlast <= 0; m_axis_tdata <= 0;
        end else begin
            if (m_axis_tready && m_axis_tvalid) begin
                m_axis_tvalid <= 0; m_axis_tlast <= 0;
            end
            if (s_axis_tvalid && s_axis_tready) begin
                if (counter < 24) begin
                    current_sum <= next_sum_value; 
                    counter     <= counter + 1;    
                end else begin
                    m_axis_tdata  <= next_sum_value; 
                    m_axis_tvalid <= 1;
                    m_axis_tlast  <= 1;
                    current_sum   <= 0;
                    counter       <= 0;
                end
            end
        end
    end
endmodule
==> out/summary.txt <==
status = completed
CTS resizes = 0
vias in the first global route = 6215
number of enable flip-flop cells = 0
synthesis-to-finish area growth = 15.9%
die height = 144 microns
final worst path period need = 7850 ps
logic area = 5950 sq um
Via Count = 6116
Place WS = 8100 ps
Clock Sinks = 76
Syn Inst Count = 875
# H-tree levels = 3
routed vias/inst = 5.09
Routed wire per std cell = 15.7 microns
ANT nets after route = 0
Relative slew margins = 52.5%
RSZ-0062 raised after global routing = false
initial detailed-routing violation count = 263
HPWL Detailed = 14700 microns
fmax = 127 MHz
post-CTS setup buffers = 0
WHS = 461 ps
Critical Path Sink Type = register
crit path kind = in2reg
placed inst area = 9020 sq um
main flop type = dfxtp_1
GRT overflow = 0
CTS tree = yes
PD cells = 73.3 nW/um^2
CP Launch Type = input port
chip area = 20600 sq um
final setup margin = 8450 ps
hold-fix buffers at CTS = 0
port bufs = 70
Clock Path Buffers = 2
setup TNS = 0 ps
antenna fix cells = 0
critical-path cell list = clkdlybuf4s50_1 > nand2_1 > fa_1 > fa_1 > inv_1 > fa_1 > ha_1 > fa_1 > a211oi_1 > nor3_1 > o211ai_2 > a31oi_1 > o2111ai_1 > nand3b_1 > xor2_1 > a32o_1
sequential fraction of the synthesis area = 19.0%
crit path max fanout = 5
Syn. warnings = 1
ys cells = 875
First-pass DRT Iterations = 5
HP Class = reg2reg
final core occ = 47.6%
die width = 144 microns
max incr delay on CP = 550 ps
leakage = 4.31 nW
Root Buffer = clkbuf_16
initial core utilization = 41.1%
Tcrit/Tclk final = 48.2%
Top cells excl fill/tap = 113 x fa_1, 112 x inv_1, 98 x nand2_1
async set-or-reset flop fraction in the synthesized netlist = 0%
count of tool warnings = 26
Max Cap Violations = 0
overall fraction of global-route tracks in use = 21.2%
Fin. Hold Viols = 0
Design Area, Final = 9300 sq um
most numerous logic cell after layout = fa_1
distinct lib cells = 62
Critical Path RT = 16530 ps
Netlist Area Pre-Place = 8020 sq um
cell mode on critical path = fa_1
Final setup viols = 0
total wire length = 18900 microns
share of cells above drive strength 1 = 5.55%
Final Slew Violations = 0
FF/Latch Area = 1520 sq um
worst path arrival time = 8080 ps
Seq cells post-synth = 76
RePlAce Congestion = 0.883
Yosys chip area = 8020 sq um
global-route wire length before repair = 32400 microns
core area = 19500 sq um
CTS Buf Count = 9
Clock Latency Late Sink = 340 ps
Clock Pin Slew Worst Setup and Hold Paths = 60 ps
worst-margin pin slew = 712 ps
Crit-path slowest cell = clkdlybuf4s50_1
Placement Rows = 51
tally of filler cells in the layout = 1938
io pins = 72
Synth Area per Inst = 9.16 sq um
worst vdd ir = 0.0000515 V
number of remaining DRC errors = 0
initial antenna violation count = 0
largest net degree at the start of global routing = 33
Final Skew = 5.61 ps
==> critical path: cells and delay by family <==
family | cells | cell delay (ps)
compound gates | 5 | 1320
fa+ha+maj | 5 | 2330
simple gates | 3 | 370
xor+xnor | 1 | 180
buf+inv | 2 | 600
==> Yosys cell counts (all sizes together), types with 5 or more instances <==
| cell | instances | area share (%) |
|---|---|---|
| or2 | 6 | 0.47 |
| a31oi | 5 | 0.47 |
| a21o | 7 | 0.66 |
| ha | 65 | 10 |
| xor2 | 11 | 1.2 |
| o21ai | 27 | 1.7 |
| nor2 | 39 | 1.8 |
| o211ai | 11 | 1.2 |
| a21oi | 25 | 1.6 |
| a22oi | 17 | 1.6 |
| nand2 | 98 | 4.6 |
| dfxtp | 76 | 19 |
| nor3 | 9 | 0.56 |
| xnor2 | 20 | 2.2 |
| and2 | 97 | 7.6 |
| fa | 113 | 28 |
| a22o | 18 | 2.0 |
| o21a | 5 | 0.47 |
| clkbuf | 33 | 1.5 |
| nor2b | 5 | 0.39 |
| a21boi | 5 | 0.47 |
| o31ai | 5 | 0.59 |
| inv | 112 | 5.2 |
| nand3 | 11 | 0.69 |
==> metal layers <==
layer	track usage (%)	part of all wire, %	routed length, microns
met1	33.9	48	8970
met2	32.9	47	8780
met3	3.39	5.0	947
met4	1.74	0.90	169
met5	0	0	0
==> kinds of logic (layout without fill, tap and decap cells) <==
logic type                 after synthesis  count (layout)  synth area share [%]
and+or+nand+nor                        288             288                  18.3
adders and majority gates              178             178                  38.4
AOI/OAI and AO/OA                      154             154                  13.9
buffers and inverters                  148             210                  7.08
DFF                                     76              76                  19.0
xor gates and xnor gates                31              31                  3.39
==> final timing paths <==
| kind | start | to | slack, ps | cells after the start |
|---|---|---|---|---|
| max | s_axis_tdata[1] | current_sum[29]$_SDFFE_PN0P_ | 8450 | 16 |
| min | m_axis_tdata[7]$_SDFFE_PN0P_ | m_axis_tdata[7]$_SDFFE_PN0P_ | 460 | 2 |
| max reg2reg | current_weight[4]$_SDFF_PP1_ | current_sum[29]$_SDFFE_PN0P_ | 10900 | 16 |
| min reg2reg | m_axis_tdata[7]$_SDFFE_PN0P_ | m_axis_tdata[7]$_SDFFE_PN0P_ | 460 | 2 |
==> metrics by stage <==
stage               cells  power [mW]
finish               1202       0.682
global route         1202       0.742
CTS                  1202       0.689
detailed placement   1186       0.496
global placement     1186       0.498
floorplan             875       0.425
==> final cells by class <==
| type | instances | share of cell area, % |
|---|---|---|
| clock buffer | 12 | 2.76 |
| tap | 265 | 3.57 |
| inverter | 112 | 4.52 |
| sequential | 76 | 16.4 |
| clock inverter | 4 | 0.256 |
| timing repair buffer | 82 | 8.51 |
| multi-input combinational | 651 | 64.0 |
==> where the power goes <==
| group | switching [mW] | internal [mW] | total [mW] |
|---|---|---|---|
| clock | 0.0786 | 0.111 | 0.190 |
| sequential | 0.00748 | 0.196 | 0.203 |
| combinational | 0.168 | 0.120 | 0.289 |
==> state kept, by name, summed over array words and instances (netlist names) <==
name and count:
current_sum 32, counter 5, m_axis_tvalid 1, current_weight 5, m_axis_tdata 32, m_axis_tlast 1
Power figures rest on the tool's default switching activity, not on a simulated workload.
