File: flow/design.v
module axi_conv_2d #(
    parameter DATA_WIDTH = 32,
    parameter IMG_WIDTH  = 28,
    parameter IMG_SIZE   = 784
)(
    input  wire         aclk,
    input  wire         aresetn,
    input  wire [DATA_WIDTH-1:0] s_axis_tdata,
    input  wire                  s_axis_tvalid,
    input  wire                  s_axis_tlast,
    output wire                  s_axis_tready,
    output wire [DATA_WIDTH-1:0] m_axis_tdata,
    output wire                  m_axis_tvalid,
    output wire                  m_axis_tlast,
    input  wire                  m_axis_tready
);
    reg flushing;
    always @(posedge aclk) begin
        if (!aresetn) begin
            flushing <= 0;
        end else begin
            if (s_axis_tvalid && s_axis_tready && s_axis_tlast)
                flushing <= 1;
            else if (m_axis_tlast && m_axis_tready)
                flushing <= 0;
        end
    end
    wire internal_valid = s_axis_tvalid || flushing;
    wire [DATA_WIDTH-1:0] internal_data = flushing ? 32'd0 : s_axis_tdata;
    assign s_axis_tready = m_axis_tready && !flushing;
    wire update_en = internal_valid && m_axis_tready;
    wire [DATA_WIDTH-1:0] row0, row1, row2, row3;
    wire [(DATA_WIDTH*25)-1:0] window_flat;
    wire [DATA_WIDTH-1:0] math_result;
    conv_line_buffers #(
        .DATA_WIDTH(DATA_WIDTH), .IMG_WIDTH(IMG_WIDTH)
    ) u_buffers (
        .aclk(aclk), .aresetn(aresetn), .update_en(update_en),
        .data_in(internal_data),
        .row0_out(row0), .row1_out(row1), .row2_out(row2), .row3_out(row3)
    );
    conv_window_manager #(
        .DATA_WIDTH(DATA_WIDTH)
    ) u_window (
        .aclk(aclk), .update_en(update_en),
        .data_in(internal_data),
        .row0_in(row0), .row1_in(row1), .row2_in(row2), .row3_in(row3),
      .window_flat(window_flat),
      .aresetn(aresetn)
    );
    conv_math_core #(
        .DATA_WIDTH(DATA_WIDTH)
    ) u_math (
        .aclk(aclk), .aresetn(aresetn), .en(update_en),
        .window_flat(window_flat),
        .result(math_result)
    );
    conv_control_unit #(
        .DATA_WIDTH(DATA_WIDTH), .IMG_WIDTH(IMG_WIDTH), .IMG_SIZE(IMG_SIZE)
    ) u_control (
        .aclk(aclk), .aresetn(aresetn), .update_en(update_en),
        .m_axis_tready(m_axis_tready),
        .data_in(math_result),
        .m_axis_tdata(m_axis_tdata),
        .m_axis_tvalid(m_axis_tvalid),
        .m_axis_tlast(m_axis_tlast)
    );
endmodule
module conv_control_unit #(
    parameter DATA_WIDTH = 32,
    parameter IMG_WIDTH  = 28,
    parameter OUT_WIDTH  = 24,
    parameter IMG_SIZE   = 784
)(
    input  wire aclk,
    input  wire aresetn,
    input  wire update_en,
    input  wire m_axis_tready,
    input  wire [DATA_WIDTH-1:0] data_in,
    output reg  [DATA_WIDTH-1:0] m_axis_tdata,
    output reg  m_axis_tvalid,
    output reg  m_axis_tlast
);
    localparam LATENCY = (IMG_WIDTH * 4) + 5 + 3;
    localparam VALID_OUTPUTS = OUT_WIDTH * OUT_WIDTH;  
    reg [31:0] out_pixels_cnt;
    reg [31:0] latency_cnt;
    reg [5:0]  col_cnt, row_cnt;
    always @(posedge aclk) begin
        if (!aresetn) begin
            out_pixels_cnt <= 0;
            latency_cnt    <= 0;
            col_cnt <= 0; 
            row_cnt <= 0;
            m_axis_tvalid <= 0; 
            m_axis_tlast <= 0; 
            m_axis_tdata <= 0;
        end else begin
            if (m_axis_tready) begin
                m_axis_tvalid <= 0;
                m_axis_tlast  <= 0;
            end
            if (update_en) begin
                if (latency_cnt < LATENCY)
                    latency_cnt <= latency_cnt + 1;
                if (latency_cnt >= LATENCY) begin
                    if (row_cnt < OUT_WIDTH && col_cnt < OUT_WIDTH) begin
                        m_axis_tvalid <= 1;
                        m_axis_tdata <= data_in;
                        if (out_pixels_cnt == (VALID_OUTPUTS - 1)) begin
                            m_axis_tlast   <= 1;
                            out_pixels_cnt <= 0;
                            latency_cnt    <= 0;
                            col_cnt <= 0; 
                            row_cnt <= 0;
                        end else begin
                            out_pixels_cnt <= out_pixels_cnt + 1;
                        end
                    end
                    if (col_cnt == (IMG_WIDTH - 1)) begin
                        col_cnt <= 0;
                        row_cnt <= (row_cnt == IMG_WIDTH-1) ? 0 : row_cnt + 1;
                    end else begin
                        col_cnt <= col_cnt + 1;
                    end
                end
            end
        end
    end
endmodule
module conv_line_buffers #(parameter DATA_WIDTH = 32, IMG_WIDTH = 28)(
    input wire aclk, aresetn, update_en,
    input wire [DATA_WIDTH-1:0] data_in,
    output wire [DATA_WIDTH-1:0] row0_out, row1_out, row2_out, row3_out
);
    (* ram_style = "block" *) reg [DATA_WIDTH-1:0] buff0[0:IMG_WIDTH-1];
    (* ram_style = "block" *) reg [DATA_WIDTH-1:0] buff1[0:IMG_WIDTH-1];
    (* ram_style = "block" *) reg [DATA_WIDTH-1:0] buff2[0:IMG_WIDTH-1];
    (* ram_style = "block" *) reg [DATA_WIDTH-1:0] buff3[0:IMG_WIDTH-1];
    integer i;
    always @(posedge aclk) begin
        if (!aresetn) begin
            for(i=0; i<IMG_WIDTH; i=i+1) begin
                buff0[i] <= 0;
                buff1[i] <= 0;
                buff2[i] <= 0;
                buff3[i] <= 0;
            end
        end else if (update_en) begin
            for(i=IMG_WIDTH-1; i>0; i=i-1) begin
                buff0[i]<=buff0[i-1]; buff1[i]<=buff1[i-1]; buff2[i]<=buff2[i-1]; buff3[i]<=buff3[i-1];
            end
            buff0[0]<=data_in; buff1[0]<=buff0[IMG_WIDTH-1]; buff2[0]<=buff1[IMG_WIDTH-1]; buff3[0]<=buff2[IMG_WIDTH-1];
        end
    end
    assign row0_out=buff0[IMG_WIDTH-1]; assign row1_out=buff1[IMG_WIDTH-1]; 
    assign row2_out=buff2[IMG_WIDTH-1]; assign row3_out=buff3[IMG_WIDTH-1];
endmodule
module conv_window_manager #(parameter DATA_WIDTH = 32)(
    input wire aclk, update_en,aresetn,
    input wire [DATA_WIDTH-1:0] data_in, row0_in, row1_in, row2_in, row3_in,
    output wire [(DATA_WIDTH*25)-1:0] window_flat
);
    reg [DATA_WIDTH-1:0] win [0:4][0:4];
    integer r, c;
    always @(posedge aclk) begin
            if (!aresetn) begin
                for(r=0; r<5; r=r+1) begin
                    for(c=0; c<5; c=c+1) begin
                        win[r][c] <= 0;
                    end
            end
              end
        else if (update_en) begin
            for(r=0; r<5; r=r+1) for(c=0; c<4; c=c+1) win[r][c] <= win[r][c+1];
            win[0][4]<=row3_in; win[1][4]<=row2_in; win[2][4]<=row1_in; win[3][4]<=row0_in; win[4][4]<=data_in;
        end
    end
    genvar x, y;
    generate
        for(x=0; x<5; x=x+1) for(y=0; y<5; y=y+1) 
            assign window_flat[((x*5 + y)*DATA_WIDTH) +: DATA_WIDTH] = win[x][y];
    endgenerate
endmodule
module conv_math_core #(parameter DATA_WIDTH = 32)(
    input  wire aclk, aresetn, en,
    input  wire [(DATA_WIDTH*25)-1:0] window_flat,
    output reg signed [DATA_WIDTH-1:0] result
);
    reg signed [DATA_WIDTH-1:0] pixels [0:4][0:4];
    integer i, j;
    always @(*) begin
        for (i=0; i<5; i=i+1) for (j=0; j<5; j=j+1)
            pixels[i][j] = window_flat[((i*5 + j)*DATA_WIDTH) +: DATA_WIDTH];
    end
    wire signed [DATA_WIDTH-1:0] k [0:4][0:4];
    assign k[0][0]=-1; assign k[0][1]=-1; assign k[0][2]=-1; assign k[0][3]=-1; assign k[0][4]=-1;
    assign k[1][0]=-1; assign k[1][1]=-2; assign k[1][2]=-2; assign k[1][3]=-2; assign k[1][4]=-1;
    assign k[2][0]=-1; assign k[2][1]=-2; assign k[2][2]=48; assign k[2][3]=-2; assign k[2][4]=-1;
    assign k[3][0]=-1; assign k[3][1]=-2; assign k[3][2]=-2; assign k[3][3]=-2; assign k[3][4]=-1;
    assign k[4][0]=-1; assign k[4][1]=-1; assign k[4][2]=-1; assign k[4][3]=-1; assign k[4][4]=-1;
    reg signed [DATA_WIDTH-1:0] prod [0:4][0:4];
    reg signed [DATA_WIDTH-1:0] row_sum [0:4];
    always @(posedge aclk) begin
        if(!aresetn) begin
            result <= 0;
            for(i=0; i<5; i=i+1) begin row_sum[i]<=0; for(j=0; j<5; j=j+1) prod[i][j]<=0; end
        end else if (en) begin
            for(i=0; i<5; i=i+1) for(j=0; j<5; j=j+1) prod[i][j] <= pixels[i][j] * k[i][j];
            for(i=0; i<5; i=i+1) row_sum[i] <= prod[i][0]+prod[i][1]+prod[i][2]+prod[i][3]+prod[i][4];
            result <= row_sum[0]+row_sum[1]+row_sum[2]+row_sum[3]+row_sum[4];
        end
    end
endmodule
File: flow/run.sh
#!/bin/bash
# OpenROAD 26Q1-2900-gdf79404cd8, Yosys 0.63+post, stock flow scripts
make -C /OpenROAD-flow-scripts/flow DESIGN_CONFIG=/design/flow/config.mk WORK_HOME=/design/flow/orfs finish
File: flow/constraint.sdc
current_design axi_conv_2d

set clk_period 565.3
set clk_io_pct 0.2

create_clock -name clk0 -period $clk_period [get_ports {aclk}]

set non_clock_inputs [all_inputs -no_clocks]
set_input_delay [expr $clk_period * $clk_io_pct] -clock clk0 $non_clock_inputs
set_output_delay [expr $clk_period * $clk_io_pct] -clock clk0 [all_outputs]
File: flow/config.mk
export PLATFORM = sky130hd
export DESIGN_NAME = axi_conv_2d
export DESIGN_NICKNAME = axi_conv_2d
export VERILOG_FILES = /design/flow/design.v
export SDC_FILE = /design/flow/constraint.sdc
export NUM_CORES = 4
export LEC_CHECK = 1
export CORE_UTILIZATION = 50
==> flow_metrics.py <==
# Flow results
metrics = {
    "outcome": {
        "status": "finished, final reports clean",
    },
    "synth": {
        "yosysSeqAreaShare_pct": 47.65,
        "topCellsByArea": "dfxtp_1 48%, nand2_1 17%, a21oi_1 12%",
        "synth.top_cell.area_share_pct": 47.65,
        "ys_ff": 4811,
        "ff_type": "dfxtp_1",
        "mappedNetlistArea_mm2": 0.2021,
        "synth_area_per_cell_um2": 7.741,
        "yosysUniqueCellTypes": 83,
        "edf_count": 0,
        "synth-async-reset-ratio_pct": 0,
        "yosys_cells": 26110,
        "yosys_warnings": 13,
        "top_area_cell": "dfxtp_1",
        "netlist_instances": 26110,
        "top_cell": "nand2_1",
        "ys_chip_area_mm2": 0.2021,
        "synthTopCellsByCount": "9133 x nand2_1, 4811 x dfxtp_1, 4804 x a21oi_1, 1632 x inv_1, 1544 x clkbuf_1",
    },
    "clocking": {
        "cts_tree": "done",
        "cts.sinks": 4811,
        "post_cts_buffers": 0,
        "postCtsHoldBufs": 0,
        "clk_path_buf_depth": 4,
        "numCtsBuffers": 527,
        "htreeDepth": 6,
        "clk_latency_ps": 1030,
        "ctsResizeCount": 0,
        "clk_pin_slew_worst_paths_ps": 50,
        "root_buffer": "clkbuf_16",
    },
    "hold_path": {
        "hp-start": "u_buffers.buff1[16][4]",
        "hold_end": "u_buffers.buff1[17][4]",
        "whs_path_depth": 2,
        "hold_class": "flip-flop to flip-flop",
    },
    "flow_run": {
        "tool_warnings": 54,
        "max_cap_violations": 0,
    },
    "critical_path": {
        "critPathRequiredTime_ps": 452240,
        "cpPeakStageDelay_ps": 630,
        "slowest_stage": "clkdlybuf4s50_1",
        "critPathKind": "input port to output port",
        "r2r_slack_ps": 557880,
        "r2r-end": "u_buffers.buff2[18][16]",
        "startpoint_type": "input port",
        "end_kind": "output port",
        "reg2reg_depth": 12,
        "arrival_ps": 114360,
        "cp_common_cell": "clkdlybuf4s50_1",
        "crit_chain": "clkdlybuf4s50_1 -> nor2b_1 -> clkdlybuf4s50_1",
        "rr_startpoint": "flushing",
        "critPathMaxFanout": 7,
    },
    "drt": {
        "vias": 158700,
        "remaining_drc_errors": 0,
        "viasPerCell": 5.111,
        "antenna_left": 0,
        "dr.first_iter.drc_count": 10500,
        "drt-total-wl_mm": 465.3,
        "drtPass1Iterations": 6,
        "wire_per_inst_um": 14.98,
    },
    "floorplanning": {
        "chip_area_mm2": 0.4068,
        "ios": 72,
        "coreArea_mm2": 0.4026,
        "die_w_um": 637.8,
        "fp-row-count": 233,
        "die_h_um": 637.8,
        "fp_util_pct": 50.20,
    },
    "global_route": {
        "grt_pass1_vias": 144800,
        "grt_usage_pct": 23.58,
        "grt_pass1_wl_mm": 764.1,
        "antenna_found_initial": 7,
        "grt_overflow": 0,
        "grt_max_degree": 173,
    },
    "timing": {
        "finalSetupViolCount": 0,
        "finClkSkew_ps": 60.78,
        "grt_setup_unrepaired": "no",
        "slew_headroom_pct": 34.96,
        "setup_tns_ps": 0,
        "tightest_slew_ps": 968.6,
        "drv_slew": 0,
        "max_freq_ghz": 0.004397,
        "hold_violations": 0,
        "timing.final.crit_share_pct": 40.23,
        "period_minus_slack_ps": 227420,
    },
    "placed_design": {
        "place.gp.congestion": 0.8760,
        "placement.io_buffers": 71,
        "dpl.hpwl_mm": 297.9,
    },
    "power_and_ir_drop": {
        "p_per_area_mw_per_mm2": 3.201,
        "peakVddDrop_mv": 0.003046,
        "p_leak_nw": 80.32,
    },
    "finish": {
        "drive_gt1_share_pct": 4.261,
        "fillCellCount": 37290,
        "final_core_util_pct": 55.25,
        "syn2layout_area_growth_pct": 10.07,
    },
}
==> state kept, by name, summed over array words and instances (netlist names), 160 cells and up <==
register / cells
u_buffers.buff0: 768
u_buffers.buff1: 736
u_buffers.buff2: 768
u_buffers.buff3: 736
u_math.prod: 764
u_math.row_sum: 160
u_window.win: 736
==> metrics by stage <==
step	total power [mW]	instances	setup WS [ps]	area (um2)	hold WS (ps)
floorplan	0.3695	26110	339080	202100	421.8
global placement	0.3776	30130	337860	205100	433.0
detailed placement	0.3773	30130	337890	205100	441.0
CTS	0.7209	31060	337880	222400	419.6
global route	0.7381	31060	337850	222500	441.4
finish	0.7120	31060	337880	222500	418.6
==> cell families after synthesis <==
| family | share of synthesized area (%) |
|---|---|
| adders and majority gates | 7.064 |
| xor gates and xnor gates | 3.046 |
| muxes | 0.1288 |
| AOI/OAI and AO/OA | 14.19 |
| buffers and inverters | 6.177 |
| DFF | 47.65 |
| and+or+nand+nor | 21.74 |
==> layout make-up <==
type | instances | area [um2] | area share [%]
flip-flops and latches | 4811 | 96310 | 43.30
multi-input cells | 17990 | 93350 | 41.97
clock buffers | 777 | 15420 | 6.933
well taps | 5405 | 6763 | 3.040
inverters | 1632 | 6133 | 2.757
repair buffers | 293 | 2535 | 1.140
clock inverters | 149 | 1929 | 0.8673
diodes | 2 | 5.005 | 0.002250
==> worst max-delay path by stage <==
stage	to	slack [ps]	depth (start not counted)	startpoint
finish	s_axis_tready	337880	3	m_axis_tready
global route	s_axis_tready	337850	3	m_axis_tready
CTS	s_axis_tready	337880	3	m_axis_tready
==> cells in the final DEF, fill, tap and decap left out, types with 26 or more instances in the layout <==
master,instances
inv_1,1631
a22oi_1,34
ha_1,269
clkinv_2,70
nand3b_1,29
nand2b_1,64
clkbuf_16,539
dfxtp_1,4811
buf_4,209
a31oi_1,27
xor2_1,226
nand3_1,249
nor2b_1,37
or4_1,69
clkbuf_1,134
a21o_1,94
nor2_1,469
or3_1,179
xnor2_1,477
nand2_1,9132
clkdlybuf4s50_1,70
o21ai_0,385
fa_1,545
or2_2,26
nand4_1,39
nor4_1,156
clkbuf_8,104
nor3_1,244
and3_1,126
a211oi_1,38
a21oi_1,4804
==> critical path, delay by kind of cell <==
kind          cells  cell delay, ps
simple gates      1             200
buf+inv           2            1100
==> where the power goes <==
group / internal (mW) / total [mW] / switching (mW)
Sequential: 0.340 / 0.341 / 0.000802
Combinational: 0.00495 / 0.0288 / 0.0239
Clock: 0.201 / 0.342 / 0.141
Total: 0.546 / 0.712 / 0.166
==> routing by layer <==
layer | routed length [um] | vias up | part of all wire, % | GRT usage [%]
met4 | 9620 | 6 | 2.1 | 4.461
li1 | - | 82140 | - | -
met3 | 24410 | 618 | 5.2 | 4.730
met5 | 34 | - | 0.0073 | 0
met1 | 229100 | 73980 | 49 | 38.95
met2 | 202100 | 1993 | 43 | 33.78
No activity file was given, so power comes from the tool's default toggle rates.
