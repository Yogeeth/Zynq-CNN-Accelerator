`./config.mk`:
```
export PLATFORM = sky130hd
export DESIGN_NAME = cnn_top
export DESIGN_NICKNAME = cnn_top
export VERILOG_FILES = /design/flow/design.v
export SDC_FILE = /design/flow/constraint.sdc
export NUM_CORES = 4
export LEC_CHECK = 1
export CORE_UTILIZATION = 30
```
`./constraint.sdc`:
```
current_design cnn_top

set clk_period 9.4
set clk_io_pct 0.2

create_clock -name clk0 -period $clk_period [get_ports {clk}]

set non_clock_inputs [all_inputs -no_clocks]
set_input_delay [expr $clk_period * $clk_io_pct] -clock clk0 $non_clock_inputs
set_output_delay [expr $clk_period * $clk_io_pct] -clock clk0 [all_outputs]
```
`./run.sh`:
```
#!/bin/bash
# OpenROAD 26Q1-2900-gdf79404cd8, Yosys 0.63+post, stock flow scripts
make -C /OpenROAD-flow-scripts/flow DESIGN_CONFIG=/design/flow/config.mk WORK_HOME=/design/flow/orfs finish
```
`./design.v`:
```
module buffer_bridge(
    input  wire        clk,
    input  wire        rst_n,
    input  wire [7:0]  s_axis_data,
    input  wire        s_axis_valid,  
    output wire [71:0] m_vector,
    output reg         m_vector_valid
);
    reg [7:0] storage [0:8];
    reg [3:0] count;
    reg s_axis_valid_prev;
    wire valid_rising_edge;
    assign valid_rising_edge = s_axis_valid && !s_axis_valid_prev;
    assign m_vector = {
        storage[8], storage[7], storage[6], 
        storage[5], storage[4], storage[3], 
        storage[2], storage[1], storage[0]
    };
    always @(posedge clk) begin
        if (!rst_n) begin
            count <= 0;
            m_vector_valid <= 0;
            s_axis_valid_prev <= 0;
        end else begin
            s_axis_valid_prev <= s_axis_valid;
            m_vector_valid <= 0; 
            if (valid_rising_edge) begin
                storage[count] <= s_axis_data;
                if (count == 8) begin
                    m_vector_valid <= 1; 
                    count <= 0;
                end else begin
                    count <= count + 1;
                end
            end
        end
    end
endmodule
module conv_engine(
    input  wire        clk,
    input  wire        rst_n,
    input  wire [71:0] img_vector,
    input  wire        img_vector_valid,
    output reg  [7:0]  pixel_out,
    output reg         pixel_valid
);
    localparam signed [7:0] K0 = 1, K1 = 1, K2 = 3;
    localparam signed [7:0] K3 = 4, K4 = 5, K5 = 6;
    localparam signed [7:0] K6 = 7, K7 = 8, K8 = 9;
    reg signed [15:0] mult[0:8];    
    reg signed [19:0] sum_stg1[0:4];  
    reg signed [19:0] final_sum;
    reg [2:0] valid_pipe; 
    integer i;
    always @(posedge clk) begin
        if (!rst_n) begin
            pixel_valid <= 0;
            pixel_out   <= 0;
            valid_pipe  <= 0;
            final_sum   <= 0;
        end else begin
            if (img_vector_valid) begin
                mult[0] <= $signed(img_vector[7:0])   * K0;
                mult[1] <= $signed(img_vector[15:8])  * K1;
                mult[2] <= $signed(img_vector[23:16]) * K2;
                mult[3] <= $signed(img_vector[31:24]) * K3;
                mult[4] <= $signed(img_vector[39:32]) * K4;
                mult[5] <= $signed(img_vector[47:40]) * K5;
                mult[6] <= $signed(img_vector[55:48]) * K6;
                mult[7] <= $signed(img_vector[63:56]) * K7;
                mult[8] <= $signed(img_vector[71:64]) * K8;
            end
            sum_stg1[0] <= mult[0] + mult[1];
            sum_stg1[1] <= mult[2] + mult[3];
            sum_stg1[2] <= mult[4] + mult[5];
            sum_stg1[3] <= mult[6] + mult[7];
            sum_stg1[4] <= mult[8]; 
            final_sum <= sum_stg1[0] + sum_stg1[1] + sum_stg1[2] + sum_stg1[3] + sum_stg1[4];
            pixel_out <= (final_sum > 255) ? 255 : (final_sum < 0) ? 0 : final_sum[7:0];
            valid_pipe  <= {valid_pipe[1:0], img_vector_valid}; 
            pixel_valid <= valid_pipe[2]; 
        end
    end
endmodule
module cnn_top (
    input  wire       clk,
    input  wire       rst_n,
    input  wire [7:0] ps_pixel,
    input  wire       ps_pixel_valid,
    output wire [7:0] pl_pixel_out,
    output wire       pl_pixel_valid
);
    wire [71:0] vector_flat;
    wire        vector_valid;
    buffer_bridge u_buffer (
        .clk(clk),
        .rst_n(rst_n),
        .s_axis_data(ps_pixel),
        .s_axis_valid(ps_pixel_valid),
        .m_vector(vector_flat),
        .m_vector_valid(vector_valid)
    );
    conv_engine u_conv (
        .clk(clk),
        .rst_n(rst_n),
        .img_vector(vector_flat),
        .img_vector_valid(vector_valid),
        .pixel_out(pl_pixel_out),
        .pixel_valid(pl_pixel_valid)
    );
endmodule
```
==> results.json <==
{
  "slew_violations": 0,
  "io_buffers": 19,
  "slew-limit-headroom_pct": 42.9,
  "worst_pin_slew_ns": 0.835,
  "syn_to_final_growth_pct": 14.5,
  "swShare_pct": 22.9,
  "tns_ns": 0,
  "drtIter0Drc": 353,
  "synth.distinct_cells": 62,
  "track_usage_pct": 11.0,
  "path_cells": "fa_1 -> fa_1 -> fa_1 -> ha_1 -> fa_1 -> a211oi_1 -> o21a_2 -> a211oi_4 -> o311ai_2 -> a31o_1 -> mux2_4",
  "cts_buffer_depth": 3,
  "outcome": "complete, no violations",
  "synthAdderAreaFrac_pct": 20.6,
  "fp_util_pct": 30.3,
  "clk_latency_ns": 0.56,
  "vias": 7760,
  "htree_levels": 1,
  "clkPwrFrac_pct": 43.1,
  "finalHoldViolCount": 0,
  "p_per_area_mw_per_mm2": 185,
  "io_pins": 20,
  "ir_drop_mv": 0.161,
  "end_kind": "register",
  "async_flop_share_pct": 0,
  "p_comb_share_pct": 11.8,
  "p_sw_mw": 0.703,
  "grt_max_degree": 63,
  "logic_family": "adder cells",
  "cts_buffers": 30,
  "ant_nets": 0,
  "antenna-diode-count": 0,
  "top_cells_by_area": "edfxtp_1 49%, ha_1 11%, fa_1 9.3%",
  "chipWidth_um": 222,
  "ff2ff_path_depth": 11,
  "edf_count": 236,
  "grt_pass1_wl_mm": 40.4,
  "reg2reg_from": "u_conv.sum_stg1[4][1]",
  "tritoncts": "built",
  "start_kind": "register",
  "cts_setup_buffers": 0,
  "place_congestion": 0.857,
  "synthCells": 1123,
  "wire_per_inst_um": 13.7,
  "yosysMostFrequentCell": "edfxtp_1",
  "ctsHoldBuffers": 0,
  "rows": 80,
  "top_area_cell": "edfxtp_1",
  "synthTopCellsByCount": "236 x edfxtp_1, 201 x inv_1, 131 x ha_1, 67 x fa_1, 53 x xnor2_1",
  "sequentialPowerShare_pct": 45.1,
  "cp_common_cell": "fa_1",
  "grt_pass1_vias": 7868,
  "min_path_cells": 0,
  "antenna_found_initial": 0,
  "ys_warn_count": 4,
  "route.final.wire_length_mm": 24.8,
  "cp_slowest_cell": "fa_1",
  "skew_ns": 0.0142,
  "internal_power_mw": 2.36,
  "warning_count": 31,
  "first_pass_iters": 6,
  "yosys.area.top_type_share_pct": 49.0,
  "grt-ovfl-total": 0,
  "finalSetupViolations": 0,
  "syn_area_sq_mm": 0.0145,
  "clk_pin_slew_ns": 0.06,
  "drcViolationCount": 0,
  "cts_resized": 0,
  "fin_cells": 1810,
  "post_synth_mux_area_share_pct": 0.381,
  "die_y_um": 222,
  "path_class": "register to register",
  "dieArea_sq_mm": 0.0491,
  "holdCritPathClass": "register to register",
  "finalClockPeriodUsage_pct": 43.7,
  "drive_above_1_share_pct": 5.77,
  "leakagePower_nw": 6.80,
  "postSynthAreaPerCell_sq_um": 12.9,
  "synth-simple-area-share_pct": 6.61,
  "vias_per_cell": 4.29,
  "core_area_sq_mm": 0.0476,
  "worstPathMaxFanout": 4,
  "startpoint": "u_conv.sum_stg1[4][1]",
  "drv_cap": 0,
  "xor_share_pct": 4.24,
  "place_inst": 1754,
  "fmax_ghz": 0.244,
  "hp-start": "u_buffer.storage[7][2]",
  "crit_arrival_ns": 4.54,
  "synth_seq_share_pct": 54.3,
  "min_period_ns": 4.11,
  "slowest_delay_ns": 0.58,
  "rsz0062_at_grt": "no",
  "synth_stat.cells": 1123,
  "place_hpwl_mm": 18.4,
  "cts_root_buffer": "clkbuf_16",
  "synthAoiAreaFrac_pct": 8.48,
  "cp.required_ns": 9.84,
  "ys_seq_elements": 274,
  "synth-main-ff-cell": "edfxtp_1",
  "fillerInstances": 4545,
  "clock_sinks": 274,
  "ys_chip_area_sq_mm": 0.0145
}
[worst paths after layout]
kind | to | slack [ns]
worst max register to register | u_conv.final_sum[19] | 5.29
worst min register to register | u_conv.mult[7][5] | 0.41
worst min-delay path | u_conv.mult[7][5] | 0.41
worst max-delay path | u_conv.final_sum[19] | 5.29
[cell usage in the layout (no fill, tap or decap), drive strengths merged, types with 9 or more instances in the layout]
cell type	Yosys	routed
edfxtp	236	236
inv	201	204
ha	131	131
fa	67	67
xnor2	53	53
nor2	52	52
a21oi	46	46
dfxtp	38	38
nand2	32	32
clkbuf	5	32
o21ai	32	32
a21o	25	25
o21a	23	23
nor2b	22	22
and2	20	20
clkdlybuf4s50	0	18
xor2	17	17
nor3	16	16
nand2b	13	13
clkinv	0	10
bufinv	0	9
[per-layer routing]
| layer | global-route usage [%] | vias to the layer above | part of all wire (%) | wire length [um] |
|---|---|---|---|---|
| met2 | 17.8 | 168 | 47 | 11600 |
| met3 | 4.43 | 33 | 8.6 | 2130 |
| met1 | 14.6 | 3566 | 43 | 10600 |
| li1 | - | 3993 | - | - |
| met4 | 1.75 | 0 | 2.0 | 486 |
| met5 | 0 | - | 0 | 0 |
[power groups by stage]
stage / Sequential, mW / Clock (mW) / Combinational [mW]
after global routing: 1.39 / 1.40 / 0.419
final: 1.38 / 1.32 / 0.362
after CTS: 1.38 / 1.35 / 0.368
[cells by family after synthesis]
logic type	Yosys count
flip-flops	274
AND/OR/NAND/NOR	187
adder cells (fa/ha/maj)	198
AND-OR/OR-AND	182
buffers and inverters	207
multiplexers	5
XOR/XNOR	70
[state kept, by name, indices dropped and copies added (netlist names), 3 cells and up]
register	count
u_buffer.count	4
u_buffer.storage	72
u_conv.final_sum	20
u_conv.mult	91
u_conv.pixel_out	8
u_conv.sum_stg1	73
u_conv.valid_pipe	3
[metrics by stage]
stage / util (%) / hold slack (ns) / area, sq um / setup slack [ns] / power [mW]
floorplan: - / 0.400 / 14500 / 4.71 / 1.67
global placement: 32.4 / 0.404 / 15400 / 5.25 / 1.77
detailed placement: 32.4 / 0.405 / 15400 / 5.28 / 1.77
CTS: 34.7 / 0.415 / 16600 / 5.29 / 3.11
global route: 34.7 / 0.405 / 16600 / 5.10 / 3.21
finish: 34.7 / 0.408 / 16600 / 5.29 / 3.07
[worst max-delay path: cells and delay by family, from the launching register on]
kind / cells / cell delay [ns]
DFF: 1 / 0.40
AOI/OAI and AO/OA: 5 / 1.13
muxes: 1 / 0.29
adders and majority gates: 5 / 2.17
[cell type report]
cell class / instances / area, sq um / area share, %
inverter: 201 / 754 / 4.56
clock inverter: 24 / 382 / 2.31
tap: 615 / 769 / 4.65
multi-input combinational: 642 / 5830 / 35.2
clock buffer: 32 / 758 / 4.58
sequential: 274 / 7850 / 47.4
timing repair buffer: 22 / 210 / 1.27
No activity file was given, so power comes from the tool's default toggle rates.
